===== design/flow/design.v =====
`timescale 1ns / 1ps
`default_nettype none
module fle(  
  input wire [31:0] x1,
  input wire [31:0] x2,
  output wire v);
  wire [0:0] s1;
  wire [7:0] e1;
  wire [22:0] m1;
  wire [0:0] s2;
  wire [7:0] e2;
  wire [22:0] m2;
  assign s1 = x1[31];
  assign e1 = x1[30:23];
  assign m1 = x1[22:0];
  assign s2 = x2[31];
  assign e2 = x2[30:23];
  assign m2 = x2[22:0];
  wire [24:0] m1a;
  wire [24:0] m2a;
  assign m1a = (e1 == 8'b0) ? {2'b0,m1[22:0]} : {1'b0,1'b1,m1[22:0]};
  assign m2a = (e2 == 8'b0) ? {2'b0,m2[22:0]} : {1'b0,1'b1,m2[22:0]};
  wire [7:0] e1a;
  wire [7:0] e2a;
  assign e1a = (e1 == 8'b0) ? 8'b1 : e1[7:0];
  assign e2a = (e2 == 8'b0) ? 8'b1 : e2[7:0];
  wire [1:0] sel;
  wire [1:0] ce;
  assign sel = (e1a < e2a) ? 0 : ((e1a > e2a) ? 1 : 2);
  assign ce = (m1a < m2a) ? 0 : ((m1a > m2a) ? 1 : 2);
  assign v = (s1 == s2) ? ((s1 == 0) ? ((sel == 0 || (sel == 2 && ce == 0) ? 1 : 0 )) :
                                       ((sel == 1 || (sel == 2 && ce == 1)) ? 1 : 0 ))
                                        : ((s1 == 0 && ({e1,m1} != 31'b0 || {e2,m2} != 31'b0)) ? 0 : 1 );
endmodule
`default_nettype wire

===== design/flow/run.sh =====
#!/bin/bash
# OpenROAD 26Q1-2900-gdf79404cd8, Yosys 0.63+post, stock flow scripts
make -C /OpenROAD-flow-scripts/flow DESIGN_CONFIG=/design/flow/config.mk WORK_HOME=/design/flow/orfs finish

===== design/flow/constraint.sdc =====
current_design fle

set clk_period 5.0
set clk_io_pct 0.2

create_clock -name clk0 -period $clk_period

set non_clock_inputs [all_inputs -no_clocks]
set_input_delay [expr $clk_period * $clk_io_pct] -clock clk0 $non_clock_inputs
set_output_delay [expr $clk_period * $clk_io_pct] -clock clk0 [all_outputs]

===== design/flow/config.mk =====
export PLATFORM = sky130hd
export DESIGN_NAME = fle
export DESIGN_NICKNAME = fle
export VERILOG_FILES = /design/flow/design.v
export SDC_FILE = /design/flow/constraint.sdc
export NUM_CORES = 4
export LEC_CHECK = 1
export CORE_AREA = 10 10 83 83
export DIE_AREA = 0 0 93 93

==> impl_metrics.toml <==
# generated from flow reports
[status]
status = "finished clean"

[critical_path]
critPathMaxStageDelay_ns = 0.51
end_kind = "primary output"
cp_max_fo = 4
crit_top_cell = "clkdlybuf4s50_1"
slowest_stage = "clkdlybuf4s50_1"
cp-start-kind = "input port"
worstPathArrival_ns = 3.79
cp.required_ns = 4.00
crit_type = "in -> out"
path_cells = "clkdlybuf4s50_1 -> nor4_2 -> nand2_1 -> ha_1 -> and4_1 -> nand3_1 -> nor3_2 -> a22oi_1 -> a21o_1 -> a31oi_1 -> clkdlybuf4s50_1"

[grt]
grt_pass1_vias = 1353
grt_max_degree = 5
overflow = 0
grt_use_total = 0.0829
grt_pass1_wl_mm = 5.95
antenna_found_initial = 0

[yosys]
synth_area_per_cell_um2 = 6.84
common_cells = "ha_1 (32), inv_1 (32), nor4_1 (15)"
postSynthSeqShare = 0
synth_top_cell_by_area = "ha_1"
synthDistinctLibCells = 29
synth.cell_area_um2 = 1030
yosys-stat-area_um2 = 1030
yosys_cells = 150
synthCells = 150
ys.warnings.count = 0
netlist_top_cells_area = "ha_1 (39%), inv_1 (12%), nor4_1 (9.1%)"
yosysTopAreaCellShare = 0.390

[clocking]
cts-hold-fix-buffers = 0

[floorplan]
num_rows = 26
die_w_um = 93
die_y_um = 93
chipArea_um2 = 8650
initial_utilization = 0.200
num_io_pins = 65
core-area_um2 = 5140

[power]
clockPowerShare = 0
power_leakage_nw = 0.792
pwr_density_cell_nw_per_um2 = 69.2
fin_total_pwr_mw = 0.122
p_switching_mw = 0.0481
p_comb_frac = 1.000
peakVddDrop_uv = 27.4
intPower_mw = 0.0738
swShare = 0.394
seqPwrFrac = 0

[timing]
report.final.slew_viol_count = 0
fin_crit_ns = 4.79
final_hold_viol_count = 0
tightest_slew_ns = 0.414
max_freq_mhz = 209
period_used_share = 0.959
rsz0062_at_grt = "false"
setup_tns_ns = 0
setup_viol = 0
relSlewSlack = 0.721

[placement]
placed_cell_area_um2 = 1740
io_buffers = 65
detailed_place_hpwl_mm = 3.59
gp_congestion = 0.829
dpl.cell_count = 278

[detailed_routing]
drt-vias-per-instance = 4.51
drt_drc_violations_left = 0
wire_per_inst_um = 13.4
diodes = 0
ant_nets = 0
drt-total-wl_mm = 3.73
firstDrtPassIters = 4
vias = 1253
drt-initial-drc-count = 42

[run]
maxCapViolCount = 0
openroad.warnings = 32

[finish]
final_cells = 278
seq_cell_count = 0
syn_to_final_growth_pct = 71.6
nClkBuffers = 0
layout-drive-gt1-share = 0.0385
seq_area_um2 = 0
fin_area_um2 = 1760
fin_util = 0.343

[worst_hold_path]
hold_class = "in -> out"
hold_depth = 3
## routing by layer
metal / track usage / wire length [um]
met5: 0 / 0
met4: 0 / 0
met3: 0.0145 / 160
met2: 0.152 / 1890
met1: 0.105 / 1680
## through the flow
stage,setup WS (ns),hold WS (ns)
global route,0.0132,3.03
finish,0.206,3.00
floorplan,1.24,2.03
global placement,0.199,3.02
detailed placement,0.134,3.02
CTS,0.113,3.01
## path summary, 6_finish.rpt
kind              slack (ns)  to  startpoint
hold / removal          3.00   v      x2[31]
setup / recovery        0.21   v      x1[29]
## layout by cell type (no fill, tap or decap), types with 4 or more instances in the layout
master	n
clkdlybuf4s50_1	65
inv_1	32
nor4_1	13
a21o_1	4
nand4_1	8
nor3_1	4
ha_1	32
nand2_1	10
a21oi_1	13
## logic make-up (layout without fill, tap and decap cells)
| logic type | after synthesis | in the layout | share of synthesized area |
|---|---|---|---|
| AND-OR/OR-AND | 30 | 30 | 0.195 |
| adder cells (fa/ha/maj) | 32 | 32 | 0.390 |
| buffers and inverters | 39 | 97 | 0.143 |
| AND/OR/NAND/NOR | 49 | 49 | 0.272 |
## what timing repair did
item / in CTS / in global routing
resized: 0 / 4
buffers inserted: 0 / 0
setup endpoints to repair: 0 / 1
## power groups by stage
stage / logic [mW] / registers (mW) / clock network [mW]
after global routing: 0.137 / 0 / 0
after CTS: 0.122 / 0 / 0
final: 0.122 / 0 / 0
## worst max-delay path, delay by kind of cell
| kind | cells | cell delay (ns) |
|---|---|---|
| simple gates | 5 | 1.06 |
| buf+inv | 2 | 0.96 |
| fa+ha+maj | 1 | 0.31 |
| compound gates | 3 | 0.46 |
## layout make-up
cell class | instances | area, um^2
fillers | 593 | 3380
inverters | 32 | 120
multi-input cells | 111 | 902
well taps | 70 | 87.6
repair buffers | 65 | 651
Power is estimated from default activity; no workload was simulated.
