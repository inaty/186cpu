[design/flow/constraint.sdc]
current_design itof

set clk_period 15.1
set clk_io_pct 0.2

create_clock -name clk0 -period $clk_period

set non_clock_inputs [all_inputs -no_clocks]
set_input_delay [expr $clk_period * $clk_io_pct] -clock clk0 $non_clock_inputs
set_output_delay [expr $clk_period * $clk_io_pct] -clock clk0 [all_outputs]
[design/flow/run.sh]
#!/bin/bash
# OpenROAD 26Q1-2900-gdf79404cd8, Yosys 0.63+post, stock flow scripts
make -C /OpenROAD-flow-scripts/flow DESIGN_CONFIG=/design/flow/config.mk WORK_HOME=/design/flow/orfs finish
[design/flow/design.v]
`timescale 1ns / 1ps
`default_nettype none
module itof(
  input wire [31:0] x,
  output wire [31:0] y);
  wire [31:0] abs;
  assign abs = (x[31] == 0) ? x : (~x)+1 ;
  wire [4:0] shift;
  assign shift = (abs[30] == 1) ? 1 :
                ((abs[29] == 1) ? 2 :
                ((abs[28] == 1) ? 3 :
                ((abs[27] == 1) ? 4 :
                ((abs[26] == 1) ? 5 :
                ((abs[25] == 1) ? 6 :
                ((abs[24] == 1) ? 7 :
                ((abs[23] == 1) ? 8 :
                ((abs[22] == 1) ? 9 :
                ((abs[21] == 1) ? 10 :
                ((abs[20] == 1) ? 11 :
                ((abs[19] == 1) ? 12 :
                ((abs[18] == 1) ? 13 :
                ((abs[17] == 1) ? 14 :
                ((abs[16] == 1) ? 15 :
                ((abs[15] == 1) ? 16 :
                ((abs[14] == 1) ? 17 :
                ((abs[13] == 1) ? 18 :
                ((abs[12] == 1) ? 19 :
                ((abs[11] == 1) ? 20 :
                ((abs[10] == 1) ? 21 :
                ((abs[9] == 1) ? 22 :
                ((abs[8] == 1) ? 23 :
                ((abs[7] == 1) ? 24 :
                ((abs[6] == 1) ? 25 :
                ((abs[5] == 1) ? 26 :
                ((abs[4] == 1) ? 27 :
                ((abs[3] == 1) ? 28 :
                ((abs[2] == 1) ? 29 :
                ((abs[1] == 1) ? 30 : 
                ((abs[0] == 1) ? 31 : 0
                ))))))))))))))))))))))))))))));  
  wire [4:0] rs;
  wire [30:0] rx;
  assign rs = 30 - shift;  
  assign rx = (abs[30:0]) << shift;
  assign y = (shift == 0) ? {31'b0} :  
            ((shift == 31) ? {x[31],1'b0,7'b1111111,23'b0} :  
            {x[31],3'b100,rs,rx[30:8]}
            );
endmodule
`default_nettype wire
[design/flow/config.mk]
export PLATFORM = sky130hd
export DESIGN_NAME = itof
export DESIGN_NICKNAME = itof
export VERILOG_FILES = /design/flow/design.v
export SDC_FILE = /design/flow/constraint.sdc
export NUM_CORES = 4
export LEC_CHECK = 1
export CORE_UTILIZATION = 40
==> flow_summary.json <==
{
  "rsz0062_at_grt": "no",
  "wl_per_cell_um": 23.39,
  "grt_max_degree": 68,
  "fin_setup_tns_ns": 0,
  "finalInstanceArea_um2": 5798,
  "ant_nets": 0,
  "ys_seq_frac": 0,
  "flop_area_um2": 0,
  "finalWirelength_mm": 21.38,
  "finalClockPeriodUsage": 0.8182,
  "syn_area_um2": 5161,
  "core_area_um2": 12620,
  "port_buffers": 64,
  "grt_pass1_vias": 5893,
  "ctsHoldBuffers": 0,
  "fillers": 1320,
  "finalCriticalPeriod_ns": 12.35,
  "slew_violations": 0,
  "vias_per_cell": 7.027,
  "dr.pass1.iters": 5,
  "crit_arrival_ns": 9.33,
  "fp_util": 0.4090,
  "mostFrequentLayoutCell": "clkdlybuf4s50_1",
  "cts_setup_buffers": 0,
  "logic_area_um2": 4765,
  "yosysWarnings": 0,
  "p_leak_uw": 0.001899,
  "overflow": 0,
  "rows": 41,
  "synth_cells": 732,
  "yosysChipArea_um2": 5161,
  "worstMarginPinSlew_ns": 0.9531,
  "seq_cell_count": 0,
  "timing.final.hold_violations": 0,
  "grt_use_total": 0.3274,
  "ctsResizeCount": 0,
  "layout-drive-gt1-share": 0.1213,
  "ys_cells": 732,
  "clockBufferCount": 0,
  "timing.fmax_ghz": 0.08094,
  "hold_path.class": "in2out",
  "final_cell_mix": "clkdlybuf4s50_1 (63), nand2_1 (52), nor2_1 (49)",
  "num_vias": 6423,
  "path_class": "in2out",
  "maxCapViolCount": 0,
  "antenna_found_initial": 0,
  "die_h_um": 115.6,
  "setup_viol": 0,
  "place_area_um2": 5798,
  "gp_congestion": 1.047,
  "relSlewSlack": 0.3598,
  "place_hpwl_mm": 16.75,
  "die_width_um": 115.6,
  "area_delta_synth_final_pct": 12.34,
  "drt_iter0_drc": 710,
  "synth_cell_type_count": 103,
  "grt_pass1_wl_mm": 33.33,
  "antennaDiodeCount": 0,
  "crit_path_max_fanout": 24,
  "status": "complete, no violations",
  "power_density_nw_per_um2": 53.17,
  "drcViolationCount": 0,
  "synth.avg_cell_area_um2": 7.051,
  "ios": 64,
  "start_kind": "input port",
  "endpoint_kind": "output pin",
  "ir_drop_v": 0.00002461,
  "tool_warnings": 34,
  "required_ns": 12.08,
  "dieArea_um2": 13360
}
-- Yosys cell counts, drive strengths merged, types with 7 or more instances --
library cell	instances	area, um2
a211o	7	61.31
a211oi	18	140.1
a21oi	40	215.2
and3	7	43.79
buf	42	242.7
clkbuf	30	112.6
inv	12	47.55
mux2	16	180.2
mux2i	34	344.1
nand2	53	201.5
nand2b	8	50.05
nand3	30	165.2
nand4	14	87.58
nor2	49	183.9
nor3	36	196.4
nor4	18	178.9
o2111ai	10	87.58
o211ai	34	255.2
o21ai	43	241.5
o22ai	9	56.30
o2bb2ai	7	61.31
o31ai	10	98.84
o41ai	11	171.4
or2	8	50.05
or3	9	56.30
or4	9	75.07
xnor2	23	201.4
xor2	23	220.2
-- per-stage QoR --
stage               power, uW  utilization  setup slack [ns]  hold WS (ns)  cells
finish                  308.3       0.4594             2.745         7.579    914
global route            329.7       0.4594             2.400         7.672    914
CTS                     300.4       0.4594             2.885         7.596    914
detailed placement      298.7       0.4594             2.881         7.596    914
global placement        302.4       0.4594             2.939         7.573    914
floorplan               185.4            -             5.111         6.325    732
-- per-layer routing --
| layer | up-vias | wire [um] | GRT usage |
|---|---|---|---|
| li1 | 2970 | - | - |
| met1 | 3025 | 9196 | 0.4616 |
| met2 | 368 | 9347 | 0.5046 |
| met3 | 60 | 2045 | 0.05594 |
| met4 | 0 | 787 | 0.1108 |
| met5 | - | 0 | 0 |
-- cell type report --
class / count / area share
well taps: 172 / 0.03712
repair buffers: 82 / 0.1329
multi-input cells: 648 / 0.8218
inverters: 12 / 0.008200
-- path summary, 6_finish.rpt --
path | from | to | slack (ns) | depth (start not counted)
setup / recovery | x[4] | y[18] | 2.75 | 16
hold / removal | x[0] | y[8] | 7.58 | 5
-- where the power goes --
part           switching [uW]  internal (uW)  total [uW]
Combinational             177            131         308
Clock                       0              0           0
Sequential                  0              0           0
Total                     177            131         308
-- cells by family (layout without fill, tap and decap cells) --
| kind of cell | count (synthesis) | count (layout) | synth area share |
|---|---|---|---|
| simple gates | 261 | 261 | 0.2827 |
| fa+ha+maj | 4 | 4 | 0.009697 |
| compound gates | 287 | 287 | 0.4463 |
| xor+xnor | 46 | 46 | 0.08170 |
| buf+inv | 84 | 94 | 0.07806 |
| mux | 50 | 50 | 0.1016 |
-- critical path, cell delays in order --
cell and delay (ns):
clkdlybuf4s50_1 0.61, nor4_4 0.93, nand3_2 0.50, o31ai_2 0.45
xnor2_1 0.37, a41oi_4 0.10, or3_1 0.55, o21ai_4 0.59
inv_4 0.28, ha_1 0.30, nand4_1 0.13, inv_1 0.09
a311o_1 0.27, a221oi_1 0.34, nor4b_2 0.27, clkdlybuf4s50_1 0.50
No activity file was given, so power comes from the tool's default toggle rates.
