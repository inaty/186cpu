<file path="config.mk">
export PLATFORM = sky130hd
export DESIGN_NAME = flt
export DESIGN_NICKNAME = flt
export VERILOG_FILES = /design/flow/design.v
export SDC_FILE = /design/flow/constraint.sdc
export NUM_CORES = 4
export LEC_CHECK = 1
export CORE_AREA = 10 10 90 90
export DIE_AREA = 0 0 100 100
</file>
<file path="constraint.sdc">
current_design flt

set clk_period 3.8
set clk_io_pct 0.2

create_clock -name clk0 -period $clk_period

set non_clock_inputs [all_inputs -no_clocks]
set_input_delay [expr $clk_period * $clk_io_pct] -clock clk0 $non_clock_inputs
set_output_delay [expr $clk_period * $clk_io_pct] -clock clk0 [all_outputs]
</file>
<file path="design.v">
`timescale 1ns / 1ps
`default_nettype none
module flt(  
  input wire [31:0] x1,
  input wire [31:0] x2,
  output wire v);
  wire [0:0] s1;
  wire [7:0] e1;
  wire [22:0] m1;
  wire [0:0] s2;
  wire [7:0] e2;
  wire [22:0] m2;
  assign s1 = x1[31];
  assign e1 = x1[30:23];
  assign m1 = x1[22:0];
  assign s2 = x2[31];
  assign e2 = x2[30:23];
  assign m2 = x2[22:0];
  wire [24:0] m1a;
  wire [24:0] m2a;
  assign m1a = (e1 == 8'b0) ? {2'b0,m1[22:0]} : {1'b0,1'b1,m1[22:0]};
  assign m2a = (e2 == 8'b0) ? {2'b0,m2[22:0]} : {1'b0,1'b1,m2[22:0]};
  wire [7:0] e1a;
  wire [7:0] e2a;
  assign e1a = (e1 == 8'b0) ? 8'b1 : e1[7:0];
  assign e2a = (e2 == 8'b0) ? 8'b1 : e2[7:0];
  wire [1:0] sel;
  wire [1:0] ce;
  assign sel = (e1a < e2a) ? 0 : ((e1a > e2a) ? 1 : 2);
  assign ce = (m1a < m2a) ? 0 : ((m1a > m2a) ? 1 : 2);
  assign v = (s1 == s2) ? ((s1 == 0) ? ((sel == 0 || (sel == 2 && ce != 1) ? 1 : 0 )) :
                                       ((sel == 1 || (sel == 2 && ce != 0)) ? 1 : 0 ))
                                        : ((s1 == 0 && ({e1,m1} != 31'b0 || {e2,m2} != 31'b0)) ? 0 : 1 );
endmodule
`default_nettype wire
</file>
<file path="run.sh">
#!/bin/bash
# OpenROAD 26Q1-2900-gdf79404cd8, Yosys 0.63+post, stock flow scripts
make -C /OpenROAD-flow-scripts/flow DESIGN_CONFIG=/design/flow/config.mk WORK_HOME=/design/flow/orfs finish
</file>
==> run notes <==
run results: Avg Inst Size Synth=a little over 7 sq um, MaxCap Viol Count=0, CP max stage cell=or4_4, worst slew pin tran=0.4901 ns, CP startpoint=x1[24], Synth-to-Final Area Change=91.55%, status=complete, but fails checks, largest net degree at the start of global routing=5, Top-Level Pins=65, initial antenna violation count=0, share of layout cells above drive strength 1=a little under a quarter, max incr delay on CP=~0.53 ns, 1st-pass router iterations=4, Die ar.=10000 sq um, sequential cell area fraction in the yosys report=0%, yosys warns=0, Final GP Congestion=between 0.8 and 0.9, Via density=about 4.3, Post-Layout Cell Count=314, crit path kind=input port to output pin, Core ar.=~6300 sq um, Critical Path AT=3.27 ns, Final min period=4.026 ns, Total Routed Length=4179 um, DP HPWL=roughly 3800 um, Final period util=105.9%, via count=about 1400, hold wc startpoint=x1[30], crit path DRT=around 3.0 ns, Setup Slack @ Placement=-0.9932 ns, storage element area=0 sq um, Initial Util=between 10% and 20%, all-layer global routing usage=slightly above 8%, FF+latch count=0, Hold WS=2.292 ns, die width=100 um, crit path launch type=input port, # hold bufs at CTS=0, Cell Chain, Critical Path=buf_6 -> or4_4 -> nor2_4 -> buf_4 -> inv_1 -> ha_1 -> nand4_4 -> nor4_2 -> a221oi_2 -> o2111ai_2 -> and3_1 -> or3_4 -> buf_2, DR WL/cell=around 13 um, Pins Over Slew Limit=0, Placed Cells incl. Taps=309, CLK BUF=0, Synth Instances=148, stage-log warning count=34, WP buf/inv=4, Die H=around 100 um, maximum VDD drop=around 0.043 mV, fin worst setup slack=-0.2258 ns, failing checks=negative setup slack, yosys cell count=around 150, row count=29, fmax=approximately 0.25 GHz, RSZ-0062 raised after global routing=true, final core occ=between 30 and 40%, cell area after synthesis=between 1000 and 1500 sq um, drc violations=0, Slew HR=around two thirds, delay-heaviest family, CP=simple AND/OR/NAND/NOR gates, gr ovfl total=0, antenna-violating nets left=0, CP Max Fanout=4, Min-Delay Path Class=input port to output pin, first-pass GRT wire length=roughly 6800 um, vias in the first global route=1435, final hold vios=0, Port-buffer cells=roughly 65, # setup viols final=1, Yosys chip area=1051 sq um, Power, Total=0.1880 mW, Unique cell types=30, Pwr Density=93.40 nW/um^2, Worst setup EP type=output pin, ANT cells=0, First DRT Iteration DRCs=between 50 and 60, Leak=between 0.9 and 1 nW
cell type report:
type | count | area [sq um]
multi-input combinational | 108 | 953.4
tap | 77 | 96.34
inverter | 33 | 123.9
fill | 662 | 4264
timing repair buffer | 96 | 839.6
per-layer routing:
| metal | track usage [%] | vias up | routed length, um |
|---|---|---|---|
| met5 | 0 | - | 0 |
| met4 | 0 | 0 | 0 |
| met3 | 2.082 | 0 | 311 |
| met2 | 12.54 | 42 | 1673 |
| met1 | 11.80 | 593 | 2194 |
| li1 | - | 718 | - |
worst paths after layout:
kind  depth (start not counted)  end  slack (ns)
max                          13    v       -0.23
min                           7    v        2.29
synth_stat cells, drive strengths merged, types with 2 or more instances:
cell    number  share of area, %
o21ai        2              0.95
a21o         3               2.3
ha          32                38
or3          2               1.2
nand2        8               2.9
nand3        2              0.95
inv         33                12
a21oi       11               5.2
nand4       11               8.6
nor2         6               2.1
nor4        14               8.9
clkbuf       7               2.5
or4          4               2.9
report_power, final:
group | total (mW) | internal [mW] | leakage [nW] | switching, mW
registers | 0 | 0 | 0 | 0
logic | 0.188 | 0.113 | 0.968 | 0.0754
clock network | 0 | 0 | 0 | 0
total | 0.188 | 0.113 | 0.968 | 0.0754
cell usage in the layout, fill, tap and decap left out, drive strengths merged:
master | synthesis | layout
a211o | 1 | 1
a21boi | 1 | 1
a21o | 3 | 3
a21oi | 11 | 11
a221oi | 1 | 1
a22oi | 1 | 1
a31oi | 1 | 1
and3 | 1 | 1
buf | 0 | 40
clkdlybuf4s15 | 0 | 3
clkdlybuf4s50 | 0 | 48
dlygate4sd2 | 0 | 5
ha | 32 | 32
inv | 33 | 33
nand2 | 8 | 8
nand3 | 2 | 2
nand4 | 11 | 11
nor2 | 6 | 6
nor2b | 1 | 1
nor4 | 14 | 14
nor4b | 1 | 1
o2111ai | 1 | 1
o211ai | 1 | 1
o21a | 1 | 1
o21ai | 2 | 2
o31ai | 1 | 1
or2 | 1 | 1
or3 | 2 | 2
or4 | 4 | 4
cells by family after synthesis:
family / Yosys count / share of synthesized area, %
simple gates: 51 / 30.12
buf+inv: 40 / 14.29
fa+ha+maj: 32 / 38.09
compound gates: 25 / 17.50
timing repair:
| action | 4_1_cts | 5_1_grt |
|---|---|---|
| pin swaps | 14 | 2 |
| setup buffers | 5 | 0 |
| resized | 50 | 5 |
| setup endpoints to repair | 1 | 1 |
| cloned | 0 | 0 |
metrics by stage:
| step | area (sq um) | TNS [ns] |
|---|---|---|
| final | 2013 | -0.2258 |
| after global routing | 2013 | -0.3564 |
| after CTS | 1982 | -0.2818 |
| after detailed placement | 1967 | -0.9932 |
| after global placement | 1967 | -0.9852 |
| after floorplan | 1051 | 0 |
Power is estimated from default activity; no workload was simulated.
