==> /design/flow/design.v <==
`timescale 1ns / 1ps
`default_nettype none
module fsub(
  input wire [31:0] x1,
  input wire [31:0] x2,
  output wire [31:0] y,
  output wire ovf);
  wire [0:0] s1;
  wire [7:0] e1;
  wire [22:0] m1;
  wire [0:0] s2;
  wire [7:0] e2;
  wire [22:0] m2;
  assign s1 = x1[31];
  assign e1 = x1[30:23];
  assign m1 = x1[22:0];
  assign s2 = ~(x2[31]);
  assign e2 = x2[30:23];
  assign m2 = x2[22:0];
  wire [24:0] m1a;
  wire [24:0] m2a;
  assign m1a = (e1 == 8'b0) ? {2'b0,m1[22:0]} : {1'b0,1'b1,m1[22:0]};
  assign m2a = (e2 == 8'b0) ? {2'b0,m2[22:0]} : {1'b0,1'b1,m2[22:0]};
  wire [7:0] e1a;
  wire [7:0] e2a;
  assign e1a = (e1 == 8'b0) ? 8'b1 : e1[7:0];
  assign e2a = (e2 == 8'b0) ? 8'b1 : e2[7:0];
  wire [7:0] e2ai;
  assign e2ai = ~e2a;
  wire [8:0] te;
  assign te = {1'b0,e1a} + {1'b0,e2ai};
  wire [0:0] ce;
  wire [7:0] tde;
  wire [8:0] tecalc;
  wire [8:0] terev;
  wire [4:0] de;
  assign ce = (te[8] == 1'b1) ? 1'b0 : 1'b1;
  assign tecalc = te + 9'b1;
  assign terev = ~te;
  assign tde = (te[8] == 1'b1) ? (tecalc[7:0]) : (terev[7:0]);
  assign de = (|(tde[7:5])) ? 5'd31 : tde[4:0];
  wire [0:0] sel;
  assign sel = (de == 5'b0) ? ( (m1a > m2a) ? 1'b0 : 1'b1 ) : ce;
  wire [24:0] ms;
  wire [24:0] mi;
  wire [7:0] es;
  wire [7:0] ei;
  wire [0:0] ss;
  assign ms = (sel == 0) ? m1a : m2a;
  assign mi = (sel == 0) ? m2a : m1a;
  assign es = (sel == 0) ? e1a : e2a;
  assign ei = (sel == 0) ? e2a : e1a;
  assign ss = (sel == 0) ? s1 : s2;
  wire [55:0] mie;
  wire [55:0] mia;
  assign mie = {mi,31'b0};
  assign mia = mie >> de;
  wire [0:0] tstck;
  assign tstck = |(mia[28:0]);
  wire [26:0] mye;
  assign mye = (s1 == s2) ? ({ms,2'b0} + mia[55:29]) : ({ms,2'b0} - mia[55:29]);
  wire [7:0] esi;
  wire [7:0] eyd;
  wire [26:0] myd;
  wire [0:0] stck;
  wire [0:0] ovf1;
  assign esi = es + 8'b1;
  assign eyd = (mye[26] == 1'b1) ? ((esi == 8'd255) ? 8'd255 : esi ) : es;
  assign myd = (mye[26] == 1'b1) ? ((esi == 8'd255) ? {2'b01,25'b0} : (mye >> 1) ) : mye;
  assign stck = (mye[26] == 1'b1) ? (tstck || mye[0]) : tstck;
  assign ovf1 = (mye[26] == 1'b1) ? ((esi == 8'd255) ? 1'b1 : 1'b0 ) : 1'b0;
  wire [4:0] se;
  assign se = (myd[25] == 0) ? ((myd[24] == 0) ? ((myd[23] == 0) ? ((myd[22] == 0) ? ((myd[21] == 0) ? ((myd[20] == 0) ? ((myd[19] == 0) ? ((myd[18] == 0) ? ((myd[17] == 0) ? ((myd[16] == 0) ? ((myd[15] == 0) ? ((myd[14] == 0) ? ((myd[13] == 0) ? ((myd[12] == 0) ? ((myd[11] == 0) ? ((myd[10] == 0) ? ((myd[9] == 0) ? ((myd[8] == 0) ? ((myd[7] == 0) ? ((myd[6] == 0) ? ((myd[5] == 0) ? ((myd[4] == 0) ? ((myd[3] == 0) ? ((myd[2] == 0) ? ((myd[1] == 0) ? ((myd[0] == 0) ? 26 : 25) : 24) : 23) : 22) : 21) : 20) : 19) : 18) : 17) : 16) : 15) : 14) : 13) : 12) : 11) : 10) : 9) : 8) : 7) : 6) : 5) : 4) : 3) : 2) : 1) : 0;
  wire signed [8:0] eyf;
  assign eyf = {1'b0,eyd} - {4'b0,se};
  wire [7:0] eyr;
  wire [26:0] myf;
  assign eyr = (eyf > 0) ? eyf[7:0] : 8'b0;
  assign myf = (eyf > 0) ? (myd  << se) : (myd << (eyd[4:0]-5'b1));
  wire [24:0] myr;
  assign myr = (( (myf[1]== 1'b1) && (myf[0] == 1'b0) && (stck[0] == 1'b0) && (myf[2] == 1'b1) ) || ( (myf[1]== 1'b1) && (myf[0] == 1'b0) && (s1 == s2) && (stck[0] == 1'b1) ) || ( (myf[1]== 1'b1) && (myf[0] == 1'b1) )) ? (myf[26:2] + 25'b1) : (myf[26:2]);
  wire [7:0] eyri;
  assign eyri = eyr + 8'b1;
  wire [7:0] ey;
  wire [22:0] my;
  wire [0:0] sy;
  wire [0:0] ovf2;
  assign ey = (myr[24] == 1) ? eyri : ((myr[23:0] == 24'b0) ? 8'b0 : eyr);
  assign my = (myr[24] == 1) ? 23'b0 : ((myr[23:0] == 24'b0) ? 23'b0 : myr[22:0]);
  assign sy = (ey == 8'b0 && my == 23'b0) ? (s1 && s2) : ss;
  assign ovf2 = (myr[24] == 1 && eyri == 8'd255)? 1'b1 : 1'b0;
  wire [0:0] nzm1;
  wire [0:0] nzm2;
  assign nzm1 = |(m1[22:0]);
  assign nzm2 = |(m2[22:0]);
  assign ovf = ((ovf1 ==1 || ovf2 == 1 ) && (e1 != 8'd255 && e2 != 8'd255));
  assign y = (e1 == 8'd255) ? ((e2 == 8'd255) ? ( (nzm2)? {s2,8'd255,1'b1,m2[21:0]} : ( (nzm1)? {s1,8'd255,1'b1,m1[21:0]} : ( (s1 == s2) ? {s1,8'd255,23'b0} : {1'b1,8'd255,1'b1,22'b0} ) ) ) : ({s1,8'd255,nzm1,m1[21:0]})) : ((e2 == 255) ? ({s2,8'd255,nzm2,m2[21:0]}) : ({sy,ey,my}));
endmodule
`default_nettype wire
==> /design/flow/run.sh <==
#!/bin/bash
# OpenROAD 26Q1-2900-gdf79404cd8, Yosys 0.63+post, stock flow scripts
make -C /OpenROAD-flow-scripts/flow DESIGN_CONFIG=/design/flow/config.mk WORK_HOME=/design/flow/orfs finish
==> /design/flow/config.mk <==
export PLATFORM = sky130hd
export DESIGN_NAME = fsub
export DESIGN_NICKNAME = fsub
export VERILOG_FILES = /design/flow/design.v
export SDC_FILE = /design/flow/constraint.sdc
export NUM_CORES = 4
export LEC_CHECK = 1
export CORE_UTILIZATION = 30
==> /design/flow/constraint.sdc <==
current_design fsub

set clk_period 84.0
set clk_io_pct 0.2

create_clock -name clk0 -period $clk_period

set non_clock_inputs [all_inputs -no_clocks]
set_input_delay [expr $clk_period * $clk_io_pct] -clock clk0 $non_clock_inputs
set_output_delay [expr $clk_period * $clk_io_pct] -clock clk0 [all_outputs]
==> results.cfg <==
; generated from flow reports
[synthesis]
logic_family = AND-OR/OR-AND gates
ys_cells = 2109
yosys_warnings = 0
top_cell_area_share_pct = 8.91
xor_share_pct = 5.58
yosys.area_share.simple_pct = 30.5
yosys_area_um2 = 13500
synth_cell_types = 108
syn-instance-count = 2109
aoi_share_pct = 36.5
avgSynthCellArea_um2 = 6.39
syn_area_um2 = 13500
yosys.area.top_type = ha_1
area_leaders = ha_1 (8.9%), mux2i_1 (8.5%), nand2_1 (6.5%)
postSynthSeqShare_pct = 0
mux_area_share_pct = 11.2
adder_share_pct = 9.36

[route]
antenna_cells = 0
viasPerCell = 6.27
vias = 17100
drt.antenna.violating_nets = 0
wire_per_inst_um = 23.4
drc = 0
dr.pass1.iters = 6
first_iter_violations = 1800
routed_wl_um = 63600

[sta]
final_max_slew_viol_count = 0
rsz0062_at_grt = no
hold_violations = 0
worst_slack_ns = 29.78
tns_ns = 0
whs_ns = 34.87
worst_slew_pin_slew_ns = 1.01
period_used_pct = 64.5
final-setup-viol-count = 0
max_freq_mhz = 18.4
slew_headroom_pct = 32.2
period_needed_ns = 54.22

[floorplanning]
initial_utilization_pct = 30.5
floorplan.io_pins = 97
core_area_um2 = 44200
die_w_um = 214
fp.dieH_um = 214
fp-row-count = 77
die_area_um2 = 45800

[grt]
grt_pass1_wl_um = 96900
track_usage_pct = 27.3
grt_pass1_vias = 15700
overflow = 0
antenna_found_initial = 0
grt_max_degree = 74

[clock_network]
hold_buffers = 0
post_cts_buffers = 0
cts_resized = 0

[worst_setup_path]
cp.required_ns = 67.20
cp_common_cell = buf_4
crit_type = primary input to output pin
worstSetupStartpointType = primary input
arrival_ns = 37.42
cp_slowest_cell = or4_1
worst-path-max-fanout = 73
max_stage_delay_ns = 0.63
critPathCaptureType = output pin

[placement]
place.gp.congestion = 1.04
hpwlAfterDp_um = 51400
post-place-ws_ns = 30.36
portBuffers = 97

[hold_path]
hold_path_class = primary input to output pin

[finish]
seq_area_um2 = 0
synthToLayoutAreaGrowth_pct = 11.6
nFlopsAndLatches = 0
clkbuf_count = 0
fillerInstances = 4687
finish.utilization_pct = 34.0
drive_above_1_share_pct = 6.82

[run]
warnings = 60
maxCapViolations = 0

[status]
run_status = complete, no violations

[pwr]
p_per_area_nw_per_um2 = 24.7
peakVddDrop_v = 0.0000229
p_leak_nw = 5.81
total_power_w = 0.000371
-- through the flow --
step / instances / area, µm²
after floorplan: 2109 / 13500
after global placement: 2719 / 15000
after detailed placement: 2719 / 15000
after CTS: 2719 / 15000
after global routing: 2719 / 15000
final: 2719 / 15000
-- cell families (layout without fill, tap and decap cells) --
| family | Yosys count | after routing |
|---|---|---|
| simple gates | 830 | 830 |
| buf+inv | 233 | 251 |
| xor+xnor | 85 | 85 |
| compound gates | 716 | 716 |
| mux | 146 | 146 |
| fa+ha+maj | 99 | 99 |
-- report_power, final --
part	total [W]	switching (W)	internal, W	leakage, nW
registers	0	0	0	0
logic	0.000371	0.000228	0.000143	5.81
clock network	0	0	0	0
total	0.000371	0.000228	0.000143	5.81
-- worst paths after layout --
| check | slack [ns] | start | to | depth (start not counted) |
|---|---|---|---|---|
| max | 29.78 | x2[30] | y[0] | 64 |
| min | 34.87 | x1[31] | y[31] | 4 |
-- area by class of cell --
| type | count | area (µm²) | area share [%] |
|---|---|---|---|
| Multi-Input combinational cell | 1876 | 12600 | 83.7 |
| Timing Repair Buffer | 142 | 1310 | 8.70 |
| Tap cell | 592 | 741 | 4.92 |
| Inverter | 109 | 409 | 2.72 |
-- cell usage after synthesis, types with 8 or more instances --
| cell type | instances |
|---|---|
| nor3_1 | 64 |
| nand4_1 | 26 |
| or2_2 | 13 |
| o211ai_1 | 39 |
| a22o_1 | 16 |
| o221ai_1 | 8 |
| a221oi_1 | 8 |
| and2_1 | 25 |
| inv_1 | 104 |
| o21bai_1 | 13 |
| a31oi_1 | 19 |
| xnor2_1 | 62 |
| or3_1 | 23 |
| o21ai_1 | 24 |
| and3_1 | 23 |
| clkbuf_1 | 84 |
| ha_1 | 96 |
| buf_2 | 19 |
| a211oi_1 | 30 |
| a211o_1 | 10 |
| nand2_1 | 233 |
| nand2b_1 | 19 |
| nand3_1 | 68 |
| o2111ai_1 | 8 |
| nor4b_1 | 8 |
| o21ai_0 | 141 |
| a22oi_1 | 26 |
| a21o_1 | 34 |
| a21oi_1 | 154 |
| nor2b_1 | 17 |
| nor2_1 | 211 |
| buf_1 | 12 |
| o22ai_1 | 24 |
| nor4_1 | 35 |
| nand3b_1 | 8 |
| o31ai_1 | 17 |
| or4_1 | 15 |
| mux2i_1 | 114 |
| mux2_2 | 29 |
| xor2_1 | 22 |
| o21a_1 | 14 |
-- per-layer routing --
metal	share of wire (%)	global-route usage, %	vias up
met5	0	0	-
met4	5.0	11.5	0
met3	9.9	5.56	133
met2	42	40.2	933
met1	43	38.6	8011
li1	-	-	7975
-- critical path: cells and delay by family --
| family | cells | cell delay [ns] |
|---|---|---|
| and+or+nand+nor | 20 | 7.63 |
| buffers and inverters | 10 | 2.72 |
| xor gates and xnor gates | 2 | 0.97 |
| AOI/OAI and AO/OA | 25 | 7.11 |
| adders and majority gates | 5 | 1.31 |
| muxes | 2 | 0.82 |
-- placed cells by master, fill, tap and decap left out, types with 24 or more instances in the layout --
master | Yosys | final
xnor2_1 | 62 | 62
a21o_1 | 34 | 34
a22oi_1 | 26 | 26
mux2i_1 | 114 | 114
clkdlybuf4s50_1 | 0 | 97
nor3_1 | 64 | 64
nand3_1 | 68 | 68
nand4_1 | 26 | 26
o21ai_0 | 141 | 139
ha_1 | 96 | 95
nand2_1 | 233 | 233
and2_1 | 25 | 25
o22ai_1 | 24 | 24
a21oi_1 | 154 | 150
o211ai_1 | 39 | 39
a211oi_1 | 30 | 30
buf_4 | 7 | 45
mux2_2 | 29 | 29
inv_1 | 104 | 104
nor2_1 | 211 | 210
nor4_1 | 35 | 35
Power and IR drop assume default switching activity.
