===== flow/run.sh =====
#!/bin/bash
# OpenROAD 26Q1-2900-gdf79404cd8, Yosys 0.63+post, stock flow scripts
make -C /OpenROAD-flow-scripts/flow DESIGN_CONFIG=/design/flow/config.mk WORK_HOME=/design/flow/orfs finish

===== flow/config.mk =====
export PLATFORM = sky130hd
export DESIGN_NAME = fadd
export DESIGN_NICKNAME = fadd
export VERILOG_FILES = /design/flow/design.v
export SDC_FILE = /design/flow/constraint.sdc
export NUM_CORES = 4
export LEC_CHECK = 1
export CORE_UTILIZATION = 50

===== flow/constraint.sdc =====
current_design fadd

set clk_period 85.0
set clk_io_pct 0.2

create_clock -name clk0 -period $clk_period

set non_clock_inputs [all_inputs -no_clocks]
set_input_delay [expr $clk_period * $clk_io_pct] -clock clk0 $non_clock_inputs
set_output_delay [expr $clk_period * $clk_io_pct] -clock clk0 [all_outputs]

===== flow/design.v =====
`timescale 1ns / 1ps
`default_nettype none
module fadd(
  input wire [31:0] x1,
  input wire [31:0] x2,
  output wire [31:0] y,
  output wire ovf);
  wire [0:0] s1;
  wire [7:0] e1;
  wire [22:0] m1;
  wire [0:0] s2;
  wire [7:0] e2;
  wire [22:0] m2;
  assign s1 = x1[31];
  assign e1 = x1[30:23];
  assign m1 = x1[22:0];
  assign s2 = x2[31];
  assign e2 = x2[30:23];
  assign m2 = x2[22:0];
  wire [24:0] m1a;
  wire [24:0] m2a;
  assign m1a = (e1 == 8'b0) ? {2'b0,m1[22:0]} : {1'b0,1'b1,m1[22:0]};
  assign m2a = (e2 == 8'b0) ? {2'b0,m2[22:0]} : {1'b0,1'b1,m2[22:0]};
  wire [7:0] e1a;
  wire [7:0] e2a;
  assign e1a = (e1 == 8'b0) ? 8'b1 : e1[7:0];
  assign e2a = (e2 == 8'b0) ? 8'b1 : e2[7:0];
  wire [7:0] e2ai;
  assign e2ai = ~e2a;
  wire [8:0] te;
  assign te = {1'b0,e1a} + {1'b0,e2ai};
  wire [0:0] ce;
  wire [7:0] tde;
  wire [8:0] tecalc;
  wire [8:0] terev;
  wire [4:0] de;
  assign ce = (te[8] == 1'b1) ? 1'b0 : 1'b1;
  assign tecalc = te + 9'b1;
  assign terev = ~te;
  assign tde = (te[8] == 1'b1) ? (tecalc[7:0]) : (terev[7:0]);
  assign de = (|(tde[7:5])) ? 5'd31 : tde[4:0];
  wire [0:0] sel;
  assign sel = (de == 5'b0) ? ( (m1a > m2a) ? 1'b0 : 1'b1 ) : ce;
  wire [24:0] ms;
  wire [24:0] mi;
  wire [7:0] es;
  wire [7:0] ei;
  wire [0:0] ss;
  assign ms = (sel == 0) ? m1a : m2a;
  assign mi = (sel == 0) ? m2a : m1a;
  assign es = (sel == 0) ? e1a : e2a;
  assign ei = (sel == 0) ? e2a : e1a;
  assign ss = (sel == 0) ? s1 : s2;
  wire [55:0] mie;
  wire [55:0] mia;
  assign mie = {mi,31'b0};
  assign mia = mie >> de;
  wire [0:0] tstck;
  assign tstck = |(mia[28:0]);
  wire [26:0] mye;
  assign mye = (s1 == s2) ? ({ms,2'b0} + mia[55:29]) : ({ms,2'b0} - mia[55:29]);
  wire [7:0] esi;
  wire [7:0] eyd;
  wire [26:0] myd;
  wire [0:0] stck;
  wire [0:0] ovf1;
  assign esi = es + 8'b1;
  assign eyd = (mye[26] == 1'b1) ? ((esi == 8'd255) ? 8'd255 : esi ) : es;
  assign myd = (mye[26] == 1'b1) ? ((esi == 8'd255) ? {2'b01,25'b0} : (mye >> 1) ) : mye;
  assign stck = (mye[26] == 1'b1) ? (tstck || mye[0]) : tstck;
  assign ovf1 = (mye[26] == 1'b1) ? ((esi == 8'd255) ? 1'b1 : 1'b0 ) : 1'b0;
  wire [4:0] se;
  assign se = (myd[25] == 0) ? ((myd[24] == 0) ? ((myd[23] == 0) ? ((myd[22] == 0) ? ((myd[21] == 0) ? ((myd[20] == 0) ? ((myd[19] == 0) ? ((myd[18] == 0) ? ((myd[17] == 0) ? ((myd[16] == 0) ? ((myd[15] == 0) ? ((myd[14] == 0) ? ((myd[13] == 0) ? ((myd[12] == 0) ? ((myd[11] == 0) ? ((myd[10] == 0) ? ((myd[9] == 0) ? ((myd[8] == 0) ? ((myd[7] == 0) ? ((myd[6] == 0) ? ((myd[5] == 0) ? ((myd[4] == 0) ? ((myd[3] == 0) ? ((myd[2] == 0) ? ((myd[1] == 0) ? ((myd[0] == 0) ? 26 : 25) : 24) : 23) : 22) : 21) : 20) : 19) : 18) : 17) : 16) : 15) : 14) : 13) : 12) : 11) : 10) : 9) : 8) : 7) : 6) : 5) : 4) : 3) : 2) : 1) : 0;
  wire signed [8:0] eyf;
  assign eyf = {1'b0,eyd} - {4'b0,se};
  wire [7:0] eyr;
  wire [26:0] myf;
  assign eyr = (eyf > 0) ? eyf[7:0] : 8'b0;
  assign myf = (eyf > 0) ? (myd  << se) : (myd << (eyd[4:0]-5'b1));
  wire [24:0] myr;
  assign myr = (( (myf[1]== 1'b1) && (myf[0] == 1'b0) && (stck[0] == 1'b0) && (myf[2] == 1'b1) ) || ( (myf[1]== 1'b1) && (myf[0] == 1'b0) && (s1 == s2) && (stck[0] == 1'b1) ) || ( (myf[1]== 1'b1) && (myf[0] == 1'b1) )) ? (myf[26:2] + 25'b1) : (myf[26:2]);
  wire [7:0] eyri;
  assign eyri = eyr + 8'b1;
  wire [7:0] ey;
  wire [22:0] my;
  wire [0:0] sy;
  wire [0:0] ovf2;
  assign ey = (myr[24] == 1) ? eyri : ((myr[23:0] == 24'b0) ? 8'b0 : eyr);
  assign my = (myr[24] == 1) ? 23'b0 : ((myr[23:0] == 24'b0) ? 23'b0 : myr[22:0]);
  assign sy = (ey == 8'b0 && my == 23'b0) ? (s1 && s2) : ss;
  assign ovf2 = (myr[24] == 1 && eyri == 8'd255)? 1'b1 : 1'b0;
  wire [0:0] nzm1;
  wire [0:0] nzm2;
  assign nzm1 = |(m1[22:0]);
  assign nzm2 = |(m2[22:0]);
  assign ovf = ((ovf1 == 1 || ovf2 == 1 ) && (e1 != 8'd255 && e2 != 8'd255));
  assign y = (e1 == 8'd255) ? ((e2 == 8'd255) ? ( (nzm2)? {s2,8'd255,1'b1,m2[21:0]} : ( (nzm1)? {s1,8'd255,1'b1,m1[21:0]} : ( (s1 == s2) ? {s1,8'd255,23'b0} : {1'b1,8'd255,1'b1,22'b0} ) ) ) : ({s1,8'd255,nzm1,m1[21:0]})) : ((e2 == 255) ? ({s2,8'd255,nzm2,m2[21:0]}) : ({sy,ey,my}));
endmodule
`default_nettype wire

==> impl_metrics.yaml <==
# implementation run metrics
placement:
  gp_congestion: 1.11
  place_inst: 2581
  io_buffers: 97
  dp_hpwl_um: 49600
logic_synthesis:
  yosys_warnings: 0
  ys_area_sq_mm: 0.0142
  largest_area_cell: "mux2i_1"
  area_leaders: "mux2i_1, ha_1, nand2_1, a21oi_1, nor2_1"
  synthDistinctLibCells: 115
  synth.avg_cell_area_sq_um: 6.47
  ys_top_cells_by_count: "nand2_1, nor2_1, mux2i_1"
  synth_area_sq_mm: 0.0142
  yosysMostFrequentCell: "nand2_1"
  ys_seq_share_pct: 0
  yosys_cells: 2199
  synth_top_area_share_pct: 11.5
  netlist_instances: 2199
sta:
  timing.final.crit_share_pct: 64.5
  max_freq_mhz: 18.2
  worstMarginPinSlew_ps: 1100
  rsz0062_at_grt: "no"
  tns_ps: 0
  timing_hold_violations_final: 0
  whs_ps: 35230
  relSlewSlack_pct: 25.8
  drv_slew: 0
  fin_crit_ps: 54830
  setup_viol: 0
route:
  diodes: 0
  remaining_drc_errors: 0
  drtPass1Iterations: 7
  drt_iter0_drc: 2357
  drt-vias-per-instance: 6.99
  vias: 18000
  antenna_left: 0
  wl_um: 63200
  wire_per_inst_um: 24.5
worst_hold_path:
  hp-start: "x2[31]"
  hp-class: "in2out"
cells_and_area:
  final-seq-area_sq_um: 0
  drive_gt1_share_pct: 7.04
  area_delta_synth_final_pct: 8.63
  finalNonFillerCells: 2581
  clkbuf_count: 0
  seq_cell_count: 0
  fill_cells: 2744
flow_run:
  cap_violations: 0
  warnings: 60
setup_path:
  crit_start: "x2[30]"
  arrival_ps: 37830
  worstPathRequired_ps: 68000
  critPathCapture: "y[5]"
  cpMaxStageDelayCell: "ha_1"
  slowest_delay_ps: 780
  crit_top_cell: "nor2_1"
  end_kind: "output port"
  cp-start-kind: "input port"
  critPathMaxFanout: 66
  criticalPathCategory: "in2out"
status:
  status: "completed"
floorplanning:
  core_area_sq_mm: 0.0279
  die_h_um: 171
  die-area_sq_mm: 0.0291
  num_rows: 61
  die_x_um: 171
  fp_util_pct: 51.1
  io_pins: 97
grt:
  grtUsageTotal_pct: 43.4
  grt_overflow: 0
  antenna_found_initial: 0
  grt_util_met3_pct: 9.59
  busiest_layer: "met1"
  grt_pass1_wl_um: 95500
  grt_start_max_net_pins: 67
  grt_pass1_vias: 15600
  grtUsageMet1_pct: 62.7
  grt_use_met2_pct: 61.6
cts:
  cts.repair.resized: 0
  cts_setup_buffers: 0
  ctsHoldBuffers: 0
power:
  powerDensity_mw_per_mm2: 23.2
  p_leak_nw: 6.30
  p_total_uw: 358
  ir_drop_mv: 0.0181
==> per-layer routing <==
metal	part of all wire, %	wire [um]
met3	13	7950
met1	42	26800
met5	0	0
met2	40	25100
met4	5.4	3440
==> report_power, final <==
part	total [mW]	switching, mW	leakage, nW	internal [mW]
Sequential	0	0	0	0
Clock	0	0	0	0
Combinational	0.358	0.223	6.30	0.135
==> cells by family (layout without fill, tap and decap cells) <==
kind of cell | Yosys count | in the layout | share of synthesized area, %
simple gates | 818 | 818 | 28.1
compound gates | 736 | 736 | 36.0
buf+inv | 280 | 284 | 8.38
mux | 192 | 192 | 14.1
fa+ha+maj | 99 | 99 | 8.86
xor+xnor | 74 | 74 | 4.56
==> metrics by stage <==
step                      util (%)  cell area, sq um  setup WS [ps]
after floorplan                  -             14200          35850
after global placement        55.5             15500          31240
after detailed placement      55.5             15500          30790
after CTS                     55.5             15500          30710
after global routing          55.5             15500          28530
final                         55.5             15500          30170
==> worst max-delay path: cells and delay by family <==
kind / cells / cell delay, ps
xor gates and xnor gates: 1 / 240
AOI/OAI and AO/OA: 29 / 7070
adders and majority gates: 6 / 2110
buffers and inverters: 11 / 3290
and+or+nand+nor: 28 / 6820
muxes: 4 / 1170
==> cell usage in the layout, fill, tap and decap left out, types with 16 or more instances in the layout <==
master	count
a31oi_1	33
a22oi_1	21
nor2_1	192
o21ai_0	143
nand4_1	25
and2_1	28
mux2_2	21
a21o_1	35
o22ai_1	27
or3_1	23
o31ai_1	21
nand2_1	251
and3_1	20
mux2i_1	164
nand2b_1	16
clkdlybuf4s50_1	97
nand3_1	83
xnor2_1	55
buf_4	56
ha_1	95
nor4_1	37
nor3_1	55
a21oi_1	150
a211oi_1	36
inv_1	130
xor2_1	19
o211ai_1	37
==> how the worst min path moves through the flow <==
stage / end / slack (ps) / cells after the start
4_1_cts: y[5] / 35220 / 4
5_1_grt: y[5] / 35250 / 4
6_report: y[31] / 35230 / 6
==> area by class of cell <==
cell class / count / area [sq um] / area share [%]
multi-input cells: 1919 / 13100 / 84.8
repair buffers: 153 / 1390 / 9.00
inverters: 131 / 492 / 3.18
well taps: 378 / 473 / 3.06
No activity file was given, so power comes from the tool's default toggle rates.
