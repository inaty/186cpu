==> design.v <==
`timescale 1ns / 1ps
`default_nettype none
module ftoi(
  input wire [31:0] x,
  input wire rm,
  output wire [31:0] y);
  wire [0:0] s;
  wire [7:0] e;
  wire [22:0] m;
  assign s = x[31];
  assign e = x[30:23];
  assign m = x[22:0];
  wire [7:0]  d;
  wire [31:0] i;
  wire [30:0] round;
  wire [30:0] ir;
  assign d = (e > 8'd127 && e < 8'd159) ? 8'd158 - e : 8'b0;  
  assign i = {1'b1,m,8'b0} >> d;
  assign round = (rm == 0 || s[0] == 0) ? i[31:0] : (i[31:0]) - 1;  
  assign ir = (s == 0) ? round : (~round) + 1;  
  assign y = (e < 8'd127) ? 32'b0 :  
             ((e > 8'd159) ? 32'b11111111111111111111111111111111 :  
             {s,ir}  
             );
endmodule
`default_nettype wire
==> run.sh <==
#!/bin/bash
# OpenROAD 26Q1-2900-gdf79404cd8, Yosys 0.63+post, stock flow scripts
make -C /OpenROAD-flow-scripts/flow DESIGN_CONFIG=/design/flow/config.mk WORK_HOME=/design/flow/orfs finish
==> config.mk <==
export PLATFORM = sky130hd
export DESIGN_NAME = ftoi
export DESIGN_NICKNAME = ftoi
export VERILOG_FILES = /design/flow/design.v
export SDC_FILE = /design/flow/constraint.sdc
export NUM_CORES = 4
export LEC_CHECK = 1
export CORE_UTILIZATION = 50
==> constraint.sdc <==
current_design ftoi

set clk_period 17.8
set clk_io_pct 0.2

create_clock -name clk0 -period $clk_period

set non_clock_inputs [all_inputs -no_clocks]
set_input_delay [expr $clk_period * $clk_io_pct] -clock clk0 $non_clock_inputs
set_output_delay [expr $clk_period * $clk_io_pct] -clock clk0 [all_outputs]
==> deck_impl_summary.md <==
Flow Results at a Glance

Run status
  – Status: finished clean

Setup path
  – Max FO, Critical Path: 28
  – Crit-path max cell delay: 0.73 ns
  – Startpoint types: primary input
  – Critical Path Stages: 20
  – Slowest CP cell: nand4_1
  – Crit-path cells: clkdlybuf4s50_1, buf_4, ha_1, nand4_1, nand2_1, o21ai_0, o211ai_1, a22oi_4, nand2_1, ha_1, nand2_1, o22a_1, nor3_1, and3_1, o21ai_0, a2111o_1, o31a_1, or4_1, a31oi_1, clkdlybuf4s50_1
  – Crit path DRT: 14.24 ns
  – End point of the critical path: y[23]
  – Worst Setup SP: x[23]
  – Critical path arrival: ~11 ns
  – Critical path's top delay family: simple AND/OR/NAND/NOR gates
  – Crit end category: primary output
  – Crit-path most repeated cell: nand2_1
  – Buf+Inv Stages, Crit Path: 3
  – Critical path type: in2out

Global route
  – Vias in the first global route: 5945
  – Grt total ovfl: 0
  – Initial antenna violation count: 0
  – First-pass GRT wire length: approximately 32000 um
  – Largest net degree at the start of global routing: 33
  – Tot GR Track Use: between 30% and 40%

Floorplan
  – Row Count: 35
  – IO Pins: ~65
  – Die Width: 102 um
  – Die area: about 0.010 mm2
  – Die Height: 102 um
  – Pre-Place Util: 52.6%
  – Core ar.: 0.00942 mm2

Logic synthesis
  – Synth top area cells: nand2_1 (6.1%), xnor2_1 (5.1%), a21oi_1 (4.7%), o21ai_0 (4.7%), nor2_1 (4.7%)
  – YS warnings: 0
  – Post-synth cell types: 94
  – Synth Instances: 767
  – Yosys top cell by area: nand2_1
  – Largest type area fraction: 6.14%
  – Ys cells: 767
  – Seq/Total Area, Yosys: 0%
  – Syn avg cell area: about 6.5 um2
  – Mapped cell area: 0.00495 mm2
  – Top-count cell post-synth: nand2_1
  – Yosys stat chip area: between 0.004 and 0.005 mm2
  – Synth cell count leaders: nand2_1 (81), nor2_1 (62), a21oi_1 (47), o21ai_0 (47), nand3_1 (40)

Power
  – Switch Pwr: 0.000106 W
  – Clock share of power: 0%
  – Reg power frac: 0%
  – Int Pwr: 0.0000725 W
  – VDD IR max: 0.0297 mV
  – Static Leak: around 1.9 nW
  – Sw frac: 59.3%
  – Pwr dens: 31.9 mW/mm2
  – Combinational fraction of design power: 100.0%

Route
  – Final wirelength: 20000 um
  – Ant diodes: 0
  – Antenna viol nets, final: 0
  – Router iterations before antenna repair: 10
  – WL per Instance: 21.7 um
  – First-iteration detailed-routing DRC count: 1044
  – Vias: 6821
  – DRC: 0
  – Vias/cell: 7.42

Layout
  – Area Overhead vs Synth: 12.8%
  – Post-route cell area: 0.00559 mm2
  – Reg area: 0 um2
  – Proportion of layout cells with a drive suffix above 1: between 7 and 8%
  – # clk buffers: 0
  – Final non-filler cell total: 919
  – Registers: 0

Timing
  – Max transition margin: 36.0%
  – Min Hold Slack: 8.31 ns
  – Fmax: 0.0678 GHz
  – Final Hold Violation Tally: 0
  – RSZ-0062 raised after global routing: false
  – Worst-Margin Slew: between 0.9 and 1 ns
  – Count of final setup violators: 0
  – Slew Viols, Final: 0
  – Final min period: 14.74 ns
  – Final period utilization: 82.8%
  – Final worst slack: 3.06 ns
  – Setup TNS: 0 ns

Place
  – Port Buf Inserts: 65
  – DP HPWL: between 15000 and 20000 um
  – Dpl ws: 3.32 ns
  – Dpl cells: 919
  – Gpl congestion: 1.20
  – Placed Area: 0.00559 mm2

CTS
  – CTS Hold Bufs: 0
  – Resized Gates After CTS: 0
  – Buffer count from post-CTS setup fixing: 0

Min path
  – Hold Crit Class: in2out

Job
  – Tool warnings: 33
  – Max Cap Viol: 0
[layout by cell type, fill, tap and decap left out, types with 7 or more instances in the layout]
master,count
mux2_2,10
a2bb2oi_1,7
nor4_1,15
nand4_1,31
xnor2_1,29
nand2_1,81
nor2_1,62
o221ai_1,7
xor2_1,15
o22ai_1,15
and2_1,14
inv_1,17
buf_4,15
clkdlybuf4s50_1,65
a31oi_1,18
o211ai_1,23
nand3_1,40
o31ai_1,17
a211oi_1,10
o21ai_0,47
nor3_1,25
a21oi_1,47
and3_1,19
[metal layers]
layer	routed length [um]	global-route usage [%]
met5	0	0
met4	785	10.6
met3	3360	12.3
met2	7940	56.8
met1	7890	57.1
[stage by stage]
step                      total power, W  util [%]
after floorplan                 0.000114         -
after global placement          0.000170      59.3
after detailed placement        0.000171      59.3
after CTS                       0.000172      59.3
after global routing            0.000191      59.3
final                           0.000178      59.3
[power by group through the flow]
stage | logic, W | registers (W) | clock network [W]
finish | 0.000178 | 0 | 0
global route | 0.000191 | 0 | 0
CTS | 0.000172 | 0 | 0
[kinds of logic (layout without fill, tap and decap cells)]
kind of cell | Yosys count | after routing | share of synthesized area [%]
AND/OR/NAND/NOR | 342 | 342 | 36.9
adder cells (fa/ha/maj) | 3 | 3 | 0.758
buffers and inverters | 75 | 98 | 7.43
XOR/XNOR | 45 | 45 | 8.23
AND-OR/OR-AND | 280 | 280 | 40.5
multiplexers | 22 | 22 | 6.21
[layout make-up]
| type | count | area (um2) |
|---|---|---|
| Timing Repair Buffer | 80 | 763 |
| Multi-Input combinational cell | 692 | 4600 |
| Inverter | 18 | 67.6 |
| Tap cell | 129 | 161 |
| Fill cell | 879 | 3830 |
[worst min path at each step]
stage     slack, ns  depth (start not counted)  start    to
4_1_cts        8.32                          5     rm  y[0]
5_1_grt        8.37                          5     rm  y[0]
6_report       8.31                          5     rm  y[0]
Power is estimated from default activity; no workload was simulated.
